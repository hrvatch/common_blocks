===== flow/run.sh =====
#!/bin/bash
# OpenROAD 26Q1-2900-gdf79404cd8, Yosys 0.63+post, stock flow scripts
make -C /OpenROAD-flow-scripts/flow DESIGN_CONFIG=/design/flow/config.mk WORK_HOME=/design/flow/orfs finish

===== flow/config.mk =====
export PLATFORM = sky130hd
export DESIGN_NAME = sync_fifo_fwft_with_clear
export DESIGN_NICKNAME = sync_fifo_fwft_with_clear
export VERILOG_FILES = /design/flow/design.v
export SDC_FILE = /design/flow/constraint.sdc
export NUM_CORES = 4
export LEC_CHECK = 1
export CORE_UTILIZATION = 30

===== flow/constraint.sdc =====
current_design sync_fifo_fwft_with_clear

set clk_period 4.1
set clk_io_pct 0.2

create_clock -name clk0 -period $clk_period [get_ports {clk}]

set non_clock_inputs [all_inputs -no_clocks]
set_input_delay [expr $clk_period * $clk_io_pct] -clock clk0 $non_clock_inputs
set_output_delay [expr $clk_period * $clk_io_pct] -clock clk0 [all_outputs]

===== flow/design.v =====
module sync_fifo_fwft_with_clear #(
  parameter int unsigned DATA_WIDTH = 8,
  parameter int unsigned DEPTH = 16,
  parameter bit EXTRA_OUTPUT_REGISTER = 1'b0
) (
  input  logic                  clk,
  input  logic                  rst_n,
  input  logic                  i_clr,
  input  logic                  i_wr_en,
  input  logic [DATA_WIDTH-1:0] i_wr_data,
  output logic                  o_full,
  input  logic                  i_rd_en,
  output logic [DATA_WIDTH-1:0] o_rd_data,
  output logic                  o_empty
);
  localparam int ADDR_WIDTH = $clog2(DEPTH);
  localparam int PTR_WIDTH = ADDR_WIDTH + 1;
  localparam int COUNT_WIDTH = $clog2(DEPTH+1);  
  logic [DATA_WIDTH-1:0] mem [DEPTH];
  logic [ADDR_WIDTH-1:0] wr_addr, rd_addr;
  logic [COUNT_WIDTH-1:0] count;
  logic [DATA_WIDTH-1:0] mem_rd_data;
  logic mem_rd_en;
  logic [DATA_WIDTH-1:0] bypass_data;
  logic use_bypass;
  logic internal_empty, internal_full;
  logic will_write, will_read;
  assign internal_full  = (count == DEPTH[COUNT_WIDTH-1:0]);
  assign internal_empty = (count == '0);
  assign o_empty = internal_empty;
  assign o_full  = internal_full;
  assign will_write = i_wr_en && !internal_full;
  assign will_read  = i_rd_en && !internal_empty;
  always_ff @(posedge clk) begin
    if (!rst_n) begin
      count <= '0;
    end else if (i_clr) begin
      count <= '0;
    end else begin
      case ({will_write, will_read})
        2'b10: count <= count + 1'b1;   
        2'b01: count <= count - 1'b1;   
        default: count <= count;
      endcase
    end
  end
  always_ff @(posedge clk) begin
    if (!rst_n) begin
      wr_addr <= '0;
    end else if (i_clr) begin
      wr_addr <= '0;
    end else if (will_write) begin
      wr_addr <= wr_addr + 1'b1;
    end
  end
  always_ff @(posedge clk) begin
    if (will_write && !i_clr) begin
      mem[wr_addr] <= i_wr_data;
    end
  end
  always_ff @(posedge clk) begin
    if (!rst_n) begin
      rd_addr <= '0;
    end else if (i_clr) begin
      rd_addr <= '0;
    end else if (will_read) begin
      rd_addr <= rd_addr + 1'b1;
    end
  end
  logic [ADDR_WIDTH-1:0] next_rd_addr;
  assign next_rd_addr = rd_addr + 1'b1;
  assign mem_rd_en = will_read && !(i_wr_en && (internal_empty || count == 'd1));
  always_ff @(posedge clk) begin
    if (mem_rd_en) begin
      mem_rd_data <= mem[next_rd_addr];
    end
  end
  always_ff @(posedge clk) begin
    if (!rst_n) begin
      use_bypass <= 1'b0;
    end else begin
      if (i_wr_en && internal_empty) begin
        use_bypass <= 1'b1;
        bypass_data <= i_wr_data;
      end 
      else if (i_wr_en && i_rd_en && count == 'd1) begin
        use_bypass <= 1'b1;
        bypass_data <= i_wr_data;
      end
      else if (will_read) begin
        use_bypass <= 1'b0;
      end
    end
  end
  generate
    if (EXTRA_OUTPUT_REGISTER) begin : extra_output_reg
      logic [DATA_WIDTH-1:0] output_register;
      logic [DATA_WIDTH-1:0] bypass_data_stage2;
      logic use_bypass_stage2;
      always_ff @(posedge clk) begin
        output_register <= mem_rd_data;
        bypass_data_stage2 <= bypass_data;
      end
      always_ff @(posedge clk) begin
        if (!rst_n) begin
          use_bypass_stage2 <= 1'b0; 
        end else begin
          use_bypass_stage2 <= use_bypass;
        end
      end
      assign o_rd_data = use_bypass_stage2 ? bypass_data_stage2 : output_register;
    end else begin
      assign o_rd_data = use_bypass ? bypass_data : mem_rd_data;
    end
  endgenerate
endmodule : sync_fifo_fwft_with_clear

==> run_results.csv <==
group,metric,value,unit
run_status,status,"complete, no violations",
yosys,synth.avg_cell_area,18.7,um2
detailed_routing,routed-via-count,3126,
detailed_routing,routedWlPerCell,18.4,um
final_timing,layout_min_cycle_time,2980,ps
critical_path,arrival,2160,ps
power,leakage,2.31,nW
clocking,cts_tree,"built",
yosys,post_synth_fa_ha_maj_area_fraction,1.96,%
critical_path,setup.worst_path.end_class,"output pin",
final_timing,final_number_of_hold_violating_endpoints,0,
final_timing,setup_violations,0,
place,gpl.final_weighted_congestion,0.842,
yosys,topCellsByArea,"edfxtp_1 68%, mux4_2 10%, dfxtp_1 4.4%",
final_timing,fin_tns_setup,0,ps
clocking,cts_root_buf,"clkbuf_16",
critical_path,critical_path.slowest_cell,"or4b_1",
yosys,synth-simple-area-share,5.27,%
clocking,postCtsSetupBuffers,0,
die,die_area,21900,um2
yosys,ys_chip_area,6390,um2
yosys,yosys_register_bits,158,
detailed_routing,route.final.wire_length,12.2,mm
final_timing,worst_pin_slew,926,ps
power,vdd_ir_drop_max,0.000287,V
detailed_routing,drc_errors,0,
die,fp-utilization,30.5,%
global_routing,global_route.usage.total,12.5,%
clocking,cts-hold-fix-buffers,0,
clocking,post_cts.resized_instances,0,
clocking,register_clock_pin_slew_on_the_reported_worst_setup_and_hold_paths,60,ps
die,pin_count,23,
worst_hold_path,hp-start,"rd_addr[1]$_SDFFE_PP0P_",
yosys,synth_top_cell_by_area,"edfxtp_1",
flow_run,drv.max_cap_violation_count,0,
clocking,cts_buffers,17,
final_timing,timing_max_transition_violations_final,0,
final_timing,finalClockPeriodUsage,72.8,%
critical_path,critical_path_class,"flop to output pin",
die,floorplan.core_area,21000,um2
clocking,maximum_count_of_clock_buffers_along_a_single_path,2,
yosys,yosysCellCount,342,
yosys,ys.warnings.count,1,
critical_path,cp_cell_sequence,"inv_1 -> ha_1 -> or4b_1 -> inv_1 -> clkdlybuf4s50_1",
final_timing,hold_ws,480,ps
critical_path,worst_setup_path_startpoint,"count[1]$_SDFFE_PP0P_",
clocking,clkLatencyLatePin,420,ps
detailed_routing,antenna-diode-count,0,
critical_path,reg2reg_setup_slack,1540,ps
global_routing,grt_max_degree,35,
critical_path,worst_ep_required_time,3280,ps
die,floorplan.rows,53,
global_routing,global_route_wire_length_before_repair,19.0,mm
die,dieWidth,148,um
critical_path,worst-path-max-fanout,5,
global_routing,global_route.usage.met1,16.7,%
place,post_dp_cell_area,6900,um2
critical_path,start_kind,"flop",
yosys,synth.distinct_cells,36,
place,detailedPlace.worstSlack,1230,ps
flow_run,stage_log_warnings,31,
final_layout,post_route_cells_drive_above_1_share,19.4,%
global_routing,global_route.usage.met2,18.1,%
final_timing,max_freq,335,MHz
yosys,post_synth_main_logic_family,"multiplexers",
yosys,synthesis.area,6390,um2
final_timing,slew-limit-headroom,38.1,%
worst_hold_path,hp-class,"flop to flop",
critical_path,timing.critical_path.max_delay_family,"buffers and inverters",
final_layout,area_growth,16.7,%
critical_path,path_buffers,3,
yosys,synth_xor_xnor_area_share,1.76,%
global_routing,grt_pass1_vias,3379,
critical_path,crit_top_cell,"inv_1",
global_routing,globalRouteMet3Util,8.13,%
yosys,postSynthCellCount,342,
global_routing,grt_most_used_layer,"met2",
yosys,mux_area_fraction,14.3,%
critical_path,critPathMaxStageDelay,540,ps
final_timing,setup_slack,1120,ps
clocking,htree_num_levels,4,
detailed_routing,viasPerCell,4.73,
place,io_buffer_count,22,
detailed_routing,drt.antenna.violating_nets,0,
detailed_routing,dr.pass1.iters,4,
final_timing,rsz_0062_raised_after_global_routing,"no",
die,die.size.y,148,um
global_routing,grt-ovfl-total,0,
global_routing,antenna_found_initial,0,
yosys,yosysTopAreaCellShare,67.7,%
yosys,synth_sequential_area_ratio,72.1,%
clocking,cts_num_sinks,158,
yosys,ys_sh_aoi,2.61,%
place,dpl.hpwl,7.66,mm
final_layout,post-route-cell-area,7450,um2
final_timing,timing.clock.skew,6.44,ps
power,cellPowerDensity,461,nW/um2
critical_path,reg2reg_from,"rd_addr[1]$_SDFFE_PP0P_",
detailed_routing,drt_iter0_markers,254,
[logic make-up (layout without fill, tap and decap cells)]
| logic type | after synthesis | after routing |
|---|---|---|
| adder cells (fa/ha/maj) | 10 | 10 |
| AND/OR/NAND/NOR | 65 | 65 |
| flip-flops | 158 | 158 |
| multiplexers | 49 | 49 |
| buffers and inverters | 22 | 66 |
| AND-OR/OR-AND | 26 | 26 |
| XOR/XNOR | 12 | 12 |
[layer usage]
layer / up-vias / part of all wire, % / wire length, um
met5: - / 0 / 0
met4: 0 / 2.0 / 245
met3: 18 / 12 / 1460
met2: 150 / 45 / 5540
met1: 1549 / 41 / 4950
li1: 1409 / - / -
[worst paths after layout]
| path | end | depth (start not counted) |
|---|---|---|
| worst max-delay path | o_empty | 5 |
| worst min-delay path | rd_addr[1]$_SDFFE_PP0P_ | 2 |
| worst max register to register | mem_rd_data[3]$_DFFE_PP_ | 6 |
| worst min register to register | rd_addr[1]$_SDFFE_PP0P_ | 2 |
[synth_stat cells]
cell,n
a31o_2,1
buf_12,1
edfxtp_1,144
xor2_1,8
dfxtp_1,14
nor2b_1,8
and3_1,2
clkbuf_1,3
mux2i_1,9
mux4_1,3
nor4b_1,1
mux2_2,8
a21oi_1,15
a211oi_1,7
nand4b_1,2
mux4_2,29
buf_1,1
buf_6,2
a211oi_2,2
and2_1,1
nand4bb_1,2
nor2_1,28
inv_1,8
and3b_1,1
or4b_1,2
or3_1,2
xnor2_2,1
xnor2_1,3
nand3b_1,1
nand2_1,9
ha_1,10
o21ai_0,1
buf_4,3
nand3_1,5
buf_2,4
nand2b_1,1
[registers in the layout, indices dropped and copies added, names as in the netlist]
signal and flops:
mem_rd_data 8, mem 128, count 5, wr_addr 4, rd_addr 4, use_bypass 1, bypass_data 8
[per-stage QoR]
stage | instances | power, W | utilization, %
floorplan | 342 | 0.00191 | -
global placement | 630 | 0.00200 | 32.9
detailed placement | 630 | 0.00200 | 32.9
CTS | 661 | 0.00347 | 35.6
global route | 661 | 0.00354 | 35.6
finish | 661 | 0.00344 | 35.6
[cell type report]
type | count | area [um2]
clock buffer | 19 | 433
timing repair buffer | 27 | 258
inverter | 8 | 30.0
clock inverter | 12 | 123
fill | 1969 | 13500
sequential | 158 | 4610
multi-input combinational | 162 | 1660
tap | 275 | 344
[worst reg2reg max path, delay by kind of cell (launching register included)]
kind | cells | cell delay [ps]
buffers and inverters | 1 | 370
and+or+nand+nor | 1 | 160
adders and majority gates | 1 | 790
AOI/OAI and AO/OA | 2 | 340
muxes | 1 | 310
DFF | 1 | 320
[placed cells by master, fill, tap and decap left out, types with 5 or more instances in the layout]
cell	synthesis	layout
a211oi_1	7	7
a21oi_1	15	15
buf_4	3	5
clkbuf_16	0	17
clkdlybuf4s50_1	0	22
dfxtp_1	14	13
edfxtp_1	144	144
ha_1	10	10
inv_1	8	8
mux2_2	8	8
mux2i_1	9	9
mux4_2	29	29
nand2_1	9	9
nand3_1	5	5
nor2_1	28	28
nor2b_1	8	8
xor2_1	8	7
[where the power goes]
part	switching, W	total [W]	internal [W]
logic	0.0000885	0.000172	0.0000831
clock network	0.000586	0.00147	0.000884
registers	0.0000139	0.00179	0.00178
total	0.000689	0.00344	0.00275
Power and IR drop assume default switching activity.
