==> design/flow/design.v <==
module sync_fifo_with_threshold #(
  parameter int unsigned DATA_WIDTH = 8,        
  parameter int unsigned DEPTH = 16,            
  parameter bit EXTRA_OUTPUT_REGISTER = 1'b0    
) (
  input  logic                  clk,
  input  logic                  rst_n,
  input  logic                  i_clr,
  input  logic                  i_wr_en,
  input  logic [DATA_WIDTH-1:0] i_wr_data,
  output logic                  o_full,
  output logic                  o_overflow,
  input  logic                  i_rd_en,
  output logic [DATA_WIDTH-1:0] o_rd_data,
  output logic                  o_empty,
  output logic                  o_underflow,
  input  logic [$clog2(DEPTH):0] i_thr_high,
  input  logic [$clog2(DEPTH):0] i_thr_low,
  output logic                   o_high,  
  output logic                   o_low    
);
  localparam int ADDR_WIDTH = $clog2(DEPTH);
  localparam int PTR_WIDTH = ADDR_WIDTH + 1;   
  logic [DATA_WIDTH-1:0] mem [DEPTH];
  logic [PTR_WIDTH-1:0] wr_ptr, rd_ptr;
  logic [PTR_WIDTH-1:0] sample_count;
  logic [DATA_WIDTH-1:0] output_register;
  logic [DATA_WIDTH-1:0] rd_data;
  assign o_full  = (wr_ptr[PTR_WIDTH-1] != rd_ptr[PTR_WIDTH-1]) && 
                 (wr_ptr[ADDR_WIDTH-1:0] == rd_ptr[ADDR_WIDTH-1:0]);
  assign o_empty = (wr_ptr == rd_ptr);
  assign sample_count = wr_ptr - rd_ptr;
  assign o_high = (sample_count >= i_thr_high);
  assign o_low  = (sample_count <= i_thr_low);
  assign o_overflow = o_full & i_wr_en;
  assign o_underflow = o_empty & i_rd_en;
  always_ff @(posedge clk) begin
    if (!rst_n) begin
      wr_ptr <= '0;
    end else begin
      if (i_clr) begin
        wr_ptr <= '0;
      end else if (i_wr_en && !o_full) begin
        wr_ptr <= wr_ptr + 1'b1;
      end
    end
  end
  always_ff @(posedge clk) begin
    if (!rst_n) begin
      rd_ptr <= '0;
    end else begin
      if (i_clr) begin
        rd_ptr <= '0;
      end else if (i_rd_en && !o_empty) begin
        rd_ptr <= rd_ptr + 1'b1;
      end
    end
  end
  always_ff @(posedge clk) begin
    if (i_wr_en && !o_full && !i_clr) begin
      mem[wr_ptr[ADDR_WIDTH-1:0]] <= i_wr_data;
    end
  end
  always_ff @(posedge clk) begin
    if (i_rd_en && !o_empty) begin
      rd_data <= mem[rd_ptr[ADDR_WIDTH-1:0]];
    end
  end
  generate
    if (EXTRA_OUTPUT_REGISTER) begin : ram_output_register
      always_ff @(posedge clk) begin
        output_register <= rd_data;
      end
      assign o_rd_data = output_register;
    end else begin
      assign o_rd_data = rd_data;
    end
  endgenerate
endmodule : sync_fifo_with_threshold
==> design/flow/run.sh <==
#!/bin/bash
# OpenROAD 26Q1-2900-gdf79404cd8, Yosys 0.63+post, stock flow scripts
make -C /OpenROAD-flow-scripts/flow DESIGN_CONFIG=/design/flow/config.mk WORK_HOME=/design/flow/orfs finish
==> design/flow/config.mk <==
export PLATFORM = sky130hd
export DESIGN_NAME = sync_fifo_with_threshold
export DESIGN_NICKNAME = sync_fifo_with_threshold
export VERILOG_FILES = /design/flow/design.v
export SDC_FILE = /design/flow/constraint.sdc
export NUM_CORES = 4
export LEC_CHECK = 1
export CORE_UTILIZATION = 40
==> design/flow/constraint.sdc <==
current_design sync_fifo_with_threshold

set clk_period 4.9
set clk_io_pct 0.2

create_clock -name clk0 -period $clk_period [get_ports {clk}]

set non_clock_inputs [all_inputs -no_clocks]
set_input_delay [expr $clk_period * $clk_io_pct] -clock clk0 $non_clock_inputs
set_output_delay [expr $clk_period * $clk_io_pct] -clock clk0 [all_outputs]
==> metrics.yaml <==
warning_count: 28
syn_area_mm2: 0.00612
outcome: "finished clean"
ys_types: 38
end_kind: "primary output"
wl_per_cell_um: 18.4
grt_pass1_vias: 3306
yosysTopAreaCellShare_pct: 66.7
worst_setup_path_start_kind: "register"
combinationalPowerShare_pct: 3.7
drtIter0Drc: 203
critPathKind: "register to primary output"
postLayoutSetupSlackWorst_ns: 0.781
p_per_area_mw_per_mm2: 359
cts_buffer_depth: 2
drive_gt1_share_pct: 14.1
hold_buffers: 0
overflow: 0
clk_pin_slew_ns: 0.06
synth_cells: 357
num_antenna_cells: 0
numCtsBuffers: 17
p_switching_mw: 0.525
syn_area_per_cell_um2: 17.2
core-area_mm2: 0.0148
via_count: 3188
slew_headroom_pct: 39.7
dieArea_mm2: 0.0158
finClkSkew_ns: 0.00763
hold_start: "wr_ptr[1]"
root_buffer: "clkbuf_16"
max_slew.worst_pin.slew_ns: 0.901
synthTopCellsByArea: "edfxtp_1, mux4_2, ha_1, dfxtp_1, mux2i_1"
place_congestion: 0.763
synth-area-yosys_mm2: 0.00612
swShare_pct: 20.3
clkSinkCount: 146
syn_to_final_growth_pct: 17.5
crit_fanout: 5
drv_cap: 0
edf_count: 136
reg2reg_from: "rd_ptr[2]"
grt_start_max_net_pins: 44
ys_async_sr_fraction_pct: 0
dr.pass1.iters: 6
ys_ff: 146
ys_cells: 357
dp_hpwl_um: 7410
hold_ws_ns: 0.588
ioPinCount: 37
slew_violations: 0
yosysTopAreaCell: "edfxtp_1"
yosysWarnings: 1
rows: 44
arrival_ns: 3.14
hp-class: "register to register"
p_int_mw: 2.06
cts.repair.resized: 0
ir_worst_vdd_v: 0.000327
n_fill_cell: 1189
port-buffer-count: 36
synth-main-ff-cell: "edfxtp_1"
most_common_cell: "edfxtp_1"
power_frac_seq_pct: 53.1
fmax_mhz: 243
post_cts_buffers: 0
drtAntennaViolNets: 0
critPathLaunch: "wr_ptr[0]"
cp_data_required_time_ns: 3.92
fin_crit_sh_pct: 84.1
grt_pass1_wl_um: 17700
initCoreUtil_pct: 41.5
leakagePower_nw: 2.33
finalCriticalPeriod_ns: 4.12
common_cells: "edfxtp_1, nor2_1, ha_1, mux4_2"
finalSetupViolations: 0
cts_tree: "yes"
insertion_delay_ns: 0.41
post_drt_via_cell_ratio: 5.30
ys_seq_share_pct: 69.9
die_y_um: 126
htree_levels: 4
grt_util_all_layers_pct: 16.2
antenna_found_initial: 0
die_w_um: 126
drc: 0
clock_power_share_pct: 43.2
place_worst_setup_slack_ns: 0.987
hold_violations: 0
fin_tns_setup_ns: 0
routed_wl_um: 11100
rsz0062_at_grt: "no"
## worst max-delay path, stage by stage (launching register included)
cell and delay, ns:
dfxtp_1 0.41, inv_1 0.11, ha_1 0.21, inv_1 0.08, fa_1 0.45, ha_1 0.31
nor2b_1 0.13, o21ai_0 0.16, a21oi_1 0.09, o21a_1 0.17, o22ai_1 0.12, clkdlybuf4s50_1 0.48
## stage by stage
step | util [%] | instance area, um2 | total power, mW | cells
global route | 48.8 | 7200 | 2.68 | 602
global placement | 45.3 | 6680 | 1.49 | 570
finish | 48.8 | 7200 | 2.58 | 602
CTS | 48.8 | 7200 | 2.61 | 602
floorplan | - | 6120 | 1.44 | 357
detailed placement | 45.3 | 6680 | 1.50 | 570
## per-layer routing
layer / global-route usage (%) / share of wire (%) / wire length, um / vias up
met5: 0 / 0 / 0 / -
met4: 1.56 / 0.92 / 102 / 0
met3: 8.83 / 11 / 1240 / 9
met2: 24.0 / 47 / 5180 / 145
met1: 24.0 / 41 / 4550 / 1531
li1: - / - / - / 1503
## cell type report
cell class                 instances  area (um2)  area share, %
sequential                       146        4290           59.5
multi-input combinational        179        1680           23.4
clock buffer                      18         429           5.96
timing repair buffer              43         413           5.74
tap                              184         230           3.20
clock inverter                    14        91.3           1.27
inverter                          18        67.6          0.938
## registers in the layout (all words and copies together) (netlist names)
name and flops:
mem 128, rd_data 8, rd_ptr 5, wr_ptr 5
## worst paths after layout
path,slack [ns],depth (start not counted),to
worst min register to register,0.59,2,wr_ptr[1]
worst max register to register,1.90,7,mem[13][3]
worst max-delay path,0.78,11,o_low
worst min-delay path,0.59,2,wr_ptr[1]
## kinds of logic (layout without fill, tap and decap cells)
| family | count (synthesis) | in the layout | synth area share, % |
|---|---|---|---|
| xor gates and xnor gates | 12 | 12 | 1.84 |
| buffers and inverters | 32 | 93 | 2.59 |
| and+or+nand+nor | 57 | 57 | 4.23 |
| AOI/OAI and AO/OA | 49 | 49 | 5.21 |
| adders and majority gates | 20 | 20 | 4.21 |
| muxes | 41 | 41 | 12.0 |
| DFF | 146 | 146 | 69.9 |
## power by group through the flow
stage / clock [mW] / combinational (mW) / sequential [mW]
after CTS: 1.14 / 0.0973 / 1.37
after global routing: 1.19 / 0.108 / 1.37
final: 1.12 / 0.0955 / 1.37
## placed cells by master, fill, tap and decap left out, types with 2 or more instances in the layout
cell type	netlist	final
nand3_1	2	2
o21ai_0	3	3
inv_6	0	2
nand2b_1	4	4
buf_4	1	7
nand2_1	9	9
inv_1	17	17
xor2_1	5	5
clkinv_2	0	5
clkinvlp_4	0	2
o21ai_1	8	8
clkdlybuf4s50_1	0	36
nand4_1	4	4
clkinv_4	0	3
nor3_1	6	6
ha_1	19	19
a21oi_1	16	16
mux4_1	6	6
mux4_2	18	18
a21o_1	2	2
xnor2_1	6	6
edfxtp_1	136	136
clkinv_1	1	3
clkbuf_16	0	17
dfxtp_1	10	8
a22oi_1	8	8
a221oi_1	8	8
nor2b_1	2	2
dfxtp_2	0	2
mux2i_1	17	17
nor2_1	27	27
Power and IR drop assume default switching activity.
